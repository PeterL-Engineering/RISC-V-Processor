### flow/run.sh
#!/bin/bash
# OpenROAD 26Q1-2900-gdf79404cd8, Yosys 0.63+post, stock flow scripts
make -C /OpenROAD-flow-scripts/flow DESIGN_CONFIG=/design/flow/config.mk WORK_HOME=/design/flow/orfs finish
### flow/config.mk
export PLATFORM = sky130hd
export DESIGN_NAME = reg_file
export DESIGN_NICKNAME = reg_file
export VERILOG_FILES = /design/flow/design.v
export SDC_FILE = /design/flow/constraint.sdc
export NUM_CORES = 4
export LEC_CHECK = 1
export CORE_UTILIZATION = 40
### flow/constraint.sdc
current_design reg_file

set clk_period 15.8
set clk_io_pct 0.2

create_clock -name clk0 -period $clk_period [get_ports {clk}]

set non_clock_inputs [all_inputs -no_clocks]
set_input_delay [expr $clk_period * $clk_io_pct] -clock clk0 $non_clock_inputs
set_output_delay [expr $clk_period * $clk_io_pct] -clock clk0 [all_outputs]
### flow/design.v
module reg_file(
    input   logic           clk,
    input   logic           reset,  
    input   logic           write_enable,
    input   logic  [4:0]    A1,      
    input   logic  [4:0]    A2,      
    input   logic  [4:0]    A3,      
    input   logic  [31:0]   WD,      
    output  logic  [31:0]   RD1,     
    output  logic  [31:0]   RD2      
);
    logic [31:0] registers [0:31];
    always_ff @(posedge clk) begin
        if (reset) begin
            for (int i = 0; i < 32; i++) begin
                registers[i] <= 32'b0;
            end
        end else if (write_enable && A3 != 5'b0) begin
            registers[A3] <= WD;
        end
    end
    assign RD1 = (A1 == 5'b0) ? 32'b0 : registers[A1];   
    assign RD2 = (A2 == 5'b0) ? 32'b0 : registers[A2];   
endmodule
==> results_slide.txt <==
Physical Implementation Snapshot

Clock tree
  – Post_cts resized: 0
  – # clock sinks: 1024
  – Num CTS Buffers: 106
  – Postcts setup bufs: 0
  – Clock root buffer: clkbuf_16
  – # hold bufs at CTS: 0
  – Clock Pin Slew Worst Setup and Hold Paths: 0.06 ns
  – H-tree depth: 3
  – Clock buffer depth: 3
  – CTS tree: yes

GRT
  – GRT Resource Usage Total: 0.302
  – Vias in the first global route: 35700
  – Initial antenna violation count: 9
  – GR Overflow Total: 0
  – First-pass GRT wire length: 264000 µm
  – Largest net degree at the start of global routing: 76

Timing
  – Period utilization: 0.693
  – Least-Margin Pin Slew: 1.24 ns
  – Worst hold slack: 3.04 ns
  – Setup_tns: 0 ns
  – Unrepaired setup endpoints after global routing: false
  – Final min period: 10.96 ns
  – Max Slew Vio Count: 0
  – Final hold vios: 0
  – Rel. slew slack: 0.163
  – Max frequency: 91.3 MHz
  – Final setup fails: 0

Cells and area
  – P&R area growth vs syn: 12.4%
  – Fill count: 11400
  – Largest regs: registers (1024)
  – Highest-count logic cell in the final layout: edfxtp_1
  – Largest register FFs: 1024
  – Flop area: 0.0307 mm²
  – Top Layout Cells: edfxtp_1, and2_1, mux4_2
  – Logic area: 0.0220 mm²
  – Reg with most FFs: registers
  – Share of layout cells above drive strength 1: 0.249

Logic synthesis
  – Synth Area per Inst: 15.5 µm²
  – Post-Synth XOR/XNOR Area: 0
  – Cell count listed in synth_stat.txt: 3502
  – Yosys chip area: 0.0542 mm²
  – Synthesis Warnings: 1
  – Yosys aoi share: 0.0365
  – Flops after synth: 1024
  – Seq share, synth: 0.567
  – Ys async rst share: 0
  – Synth Flop Type: edfxtp_1
  – Mux share of post-synthesis cell area: 0.230
  – Mapped cell area: 0.0542 mm²
  – Synth logic family: multiplexers
  – Count of library flops with an enable pin: 1024
  – Adder-cell share of the synthesized area: 0
  – Cell count after synthesis: 3502
  – And+or+nand+nor area frac: 0.133
  – Synth cell types: 42

Floorplanning
  – Die Size: 0.137 mm²
  – Num ports: 114
  – Core ar.: 0.134 mm²
  – Die width: 370 µm
  – Fp_density: 0.405
  – Die height: 370 µm
  – Placement row count: 134

Job
  – Log Warnings: 26
  – Max-Cap Viols: 0

Run status
  – Status: finished clean

Drt
  – DRT Pass-1 Iters: 5
  – Drt total wl: 188000 µm
  – DRT iter0 DRCs: 2167
  – Routed length per instance: 34.9 µm
  – Final ANT Viol Nets: 0
  – DRC viols: 0
  – Vias/cell: 6.08
  – Via count: 32800

Placement
  – GPL Wtd Cong: 0.939
  – Port buffer count: 113
  – Post-DP HPWL: 111000 µm

Critical path
  – Setup crit start: A2[1]
  – Crit path DAT: 7.80 ns
  – Worst path required time: 12.64 ns
  – CP startpoint kind: input port
  – CP Max Fanout: 32
  – Critical path class: input port to output pin
  – Crit. End Element: output pin

Power
  – Pleak: 20.7 nW
  – Power, Total: 6.65 mW
  – VDD IR max: 0.0967 mV
  – Pwr dens: 109 mW/mm²

Hold path
  – Min-delay worst type: input port to flip-flop
  – Critical hold path startpoint: reset
-- final cells by class --
class / instances / area share
Sequential cell: 1024 / 0.504
Multi-Input combinational cell: 2120 / 0.361
Clock buffer: 129 / 0.0467
Timing Repair Buffer: 281 / 0.0399
Tap cell: 1768 / 0.0363
Clock inverter: 65 / 0.0118
Inverter: 2 / 0.000123
Antenna cell: 2 / 0.0000821
-- synthesized netlist by cell type, types with 2 or more instances --
cell,count,share of area
edfxtp_1,1024,0.57
and2_1,995,0.11
mux4_2,472,0.20
clkbuf_1,272,0.019
mux2i_1,150,0.028
o22ai_1,103,0.012
nor3_1,54,0.0050
a22o_1,51,0.0082
buf_2,44,0.0041
a2111oi_1,41,0.0076
nor2_1,36,0.0025
or2_2,33,0.0038
buf_4,31,0.0043
mux2_2,30,0.0062
buf_6,22,0.0046
buf_1,18,0.0012
a22oi_1,16,0.0022
a2111oi_0,14,0.0023
nor2b_1,14,0.0016
a21oi_1,12,0.0011
a211oi_1,7,0.00097
nand2_1,7,0.00048
nor4_1,6,0.00069
nand2b_1,5,0.00058
nand3_1,5,0.00046
nand3b_1,5,0.00069
a221oi_1,4,0.00065
a32o_1,4,0.00074
o21ai_0,4,0.00037
or3b_2,4,0.00065
and3_1,3,0.00035
a221o_1,2,0.00037
inv_1,2,0.00014
nand4bb_1,2,0.00042
nor4b_1,2,0.00032
or3_1,2,0.00023
-- critical path, cell delays in order --
cell	delay [ns]
buf_4	0.19
buf_4	0.50
buf_4	0.65
and2_4	0.62
buf_4	0.57
a221oi_1	0.16
o21ai_0	0.13
nor4b_1	1.01
buf_4	0.26
clkdlybuf4s50_1	0.45
-- per-layer routing --
metal,global-route usage,routed length [µm],up-vias,part of all wire
li1,-,-,13600,-
met1,0.347,58800,16100,0.31
met2,0.418,83400,2572,0.44
met3,0.249,36100,459,0.19
met4,0.114,9450,22,0.050
met5,0.0381,613,-,0.0033
-- through the flow --
step	instance area (µm²)	utilization	instances	setup WS [ns]
2_1_floorplan	54300	-	3533	7.88
3_3_place_gp	57400	0.429	5195	5.09
3_5_place_dp	57400	0.429	5195	5.17
4_1_cts	61000	0.455	5389	5.15
5_1_grt	61000	0.455	5389	4.92
6_report	61000	0.455	5391	4.84
-- kinds of logic after synthesis --
logic type             after synthesis
AOI/OAI and AO/OA                  259
and+or+nand+nor                   1177
buffers and inverters              389
DFF                               1024
other                                1
muxes                              652
-- report_power, final --
group          leakage, nW  switching, mW  internal, mW
registers             9.75         0.0738          3.14
logic                 9.25          0.463         0.357
clock network         1.74           1.07          1.55
-- final timing paths --
kind	to	slack, ns	depth (start not counted)
max	RD2[21]	4.84	10
min	registers[0][25]$_SDFFCE_PN0P_	3.04	2
No activity file was given, so power comes from the tool's default toggle rates.

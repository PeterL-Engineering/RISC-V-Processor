### flow/design.v
module data_mem(
    input   logic           clk,
    input   logic           reset,
    input   logic           write_enable,
    input   logic [31:0]    A,       
    input   logic [31:0]    WD,      
    output  logic [31:0]    RD       
);
    logic [31:0] data [0:31];
    logic [4:0] word_addr;
    assign word_addr = A[6:2];   
    always_ff @(posedge clk) begin
        if (reset) begin
            for (int i = 0; i < 32; i++) begin
                data[i] <= 32'b0;
            end
        end
        else if (write_enable) begin
                data[word_addr] <= WD;
            end
        end
    assign RD = data[word_addr];
endmodule
### flow/constraint.sdc
current_design data_mem

set clk_period 38.3
set clk_io_pct 0.2

create_clock -name clk0 -period $clk_period [get_ports {clk}]

set non_clock_inputs [all_inputs -no_clocks]
set_input_delay [expr $clk_period * $clk_io_pct] -clock clk0 $non_clock_inputs
set_output_delay [expr $clk_period * $clk_io_pct] -clock clk0 [all_outputs]
### flow/config.mk
export PLATFORM = sky130hd
export DESIGN_NAME = data_mem
export DESIGN_NICKNAME = data_mem
export VERILOG_FILES = /design/flow/design.v
export SDC_FILE = /design/flow/constraint.sdc
export NUM_CORES = 4
export LEC_CHECK = 1
export CORE_UTILIZATION = 50
### flow/run.sh
#!/bin/bash
# OpenROAD 26Q1-2900-gdf79404cd8, Yosys 0.63+post, stock flow scripts
make -C /OpenROAD-flow-scripts/flow DESIGN_CONFIG=/design/flow/config.mk WORK_HOME=/design/flow/orfs finish
==> impl_metrics.csv <==
group,metric,value,unit
run_status,status,"finished, final reports clean",
grt,first_global_vias,27220,
floorplan,fp_util,50.65,%
final_timing,hold_violations,0,
clocking,clock-sinks,1024,
final_timing,rsz0062_at_grt,"false",
grt,grt_first_pass_wirelength,179200,µm
drt,drt_iter0_drc,1467,
drt,via_per_inst,5.623,
grt,grt_max_degree,73,
finish,syn_to_final_growth,11.16,%
clocking,cts_hold_buf,0,
synthesis,synthesis.area,46560,µm²
drt,antenna-diode-count,0,
clocking,clockBufferDepth,3,
final_timing,slew_headroom,34.93,%
final_timing,tns,0,ps
drt,num_vias,26150,
synthesis,yosysSeqAreaShare,66.04,%
worst_setup_path,crit_path_end_kind,"output port",
floorplan,die_area,94350,µm²
clocking,htree_levels,3,
clocking,clk_pin_slew,60,ps
worst_setup_path,cp.required,30640,ps
drt,wl_met1,43650,µm
synthesis,syn_inst,3327,
worst_hold_path,min-delay-start,"WD[5]",
clocking,clock-root-buffer,"clkbuf_16",
drt,wl,122800,µm
worst_setup_path,critical_path_class,"input pin to output port",
finish,largest_reg_flops,1024,
worst_setup_path,cp-start-kind,"input pin",
floorplan,dieWidth,307.2,µm
final_timing,setup_ws,18640,ps
power,power,2.420,mW
grt,antenna_found_initial,2,
worst_setup_path,cp.arrival,12000,ps
finish,drive_above_1_share,10.98,%
floorplan,core_area,91940,µm²
worst_setup_path,cp_max_fo,72,
clocking,numCtsBuffers,105,
floorplan,die_height,307.2,µm
final_timing,finalCritPeriodShare,51.33,%
final_timing,max_freq,0.05086,GHz
synthesis,yosysWarnings,1,
worst_setup_path,crit_path_start,"A[3]",
power,static-leakage-power,19.21,nW
clocking,postCtsSetupRepairBufs,0,
floorplan,io_pins,99,
placement,dpl.hpwl,68030,µm
synthesis,ys_area,46560,µm²
drt,top_layer_used,"met5",
synthesis,ys_ff,1024,
placement,place.gp.congestion,0.8825,
final_timing,finalSetupViolCount,0,
drt,dr.pass1.iters,5,
drt,dr_wl_met2,58100,µm
floorplan,row_count,111,
final_timing,fin_crit,19660,ps
synthesis,ys_cells,3327,
synthesis,yosysUniqueCellTypes,32,
power,ir_drop,36.96,µV
clocking,cts-resized-gates,0,
flow_run,drv_cap,0,
drt,detail-route-antenna-nets,0,
final_timing,whs,7939,ps
placement,dp_slack,18650,ps
placement,io_buffers,71,
clocking,tritoncts,"done",
synthesis,syn_avg_cell_area,14.00,µm²
finish,largest_registers,"data: 1024 flops",
drt,wl_per_cell,26.41,µm
finish,regMostFlops,"data",
worst_hold_path,min_path_type,"input pin to flop",
flow_run,warnings,53,
drt,drc,0,
grt,grt_usage,29.14,%
drt,wl_met3,16220,µm
final_timing,drv_slew,0,
grt,overflow,0,
final_timing,worst_slew_pin_slew,967.1,ps
power,p_per_area,46.75,nW/µm²
## metrics by stage
step	std cells	instance area [µm²]	utilization [%]
global placement	4467	48630	52.90
CTS	4650	51760	56.30
detailed placement	4467	48630	52.90
floorplan	3327	46560	-
finish	4650	51760	56.30
global route	4650	51760	56.30
## layer usage
layer | GRT usage (%) | up-vias
li1 | - | 12060
met1 | 38.89 | 12560
met2 | 43.25 | 1305
met3 | 16.26 | 218
met4 | 8.909 | 2
met5 | 0.8786 | -
## worst max-delay path, cell delays in order
cell and delay [ps]:
buf_8 550, buf_4 710, buf_4 550, buf_4 580, mux2i_1 250, o22ai_1 130, nor4_1 860, nand2_1 120
clkdlybuf4s50_1 460
## area by class of cell
cell class                 count  area [µm²]
multi-input combinational   1982       14510
sequential                  1024       30750
clock buffer                 133        2818
tap                         1243        1555
timing repair buffer         218        1819
clock inverter                50       307.8
fill                        7010       40180
## logic make-up (layout without fill, tap and decap cells)
| logic type | Yosys count | count (layout) | synth area share [%] |
|---|---|---|---|
| and+or+nand+nor | 1214 | 1214 | 16.24 |
| DFF | 1024 | 1024 | 66.04 |
| muxes | 512 | 512 | 11.01 |
| buffers and inverters | 321 | 401 | 3.071 |
| AOI/OAI and AO/OA | 256 | 256 | 3.641 |
## final timing paths
path                          end  slack [ps]  depth (start not counted)
worst max-delay path       RD[14]       18640                          9
worst min-delay path  data[11][5]        7940                          3
## layout by cell type, fill, tap and decap left out, drive strengths merged, types with 4 or more instances in the layout
| cell | n |
|---|---|
| and2 | 1024 |
| buf | 148 |
| clkbuf | 133 |
| clkdlybuf4s50 | 70 |
| clkinv | 42 |
| edfxtp | 1024 |
| mux2i | 512 |
| nand2 | 35 |
| nand4b | 5 |
| nand4bb | 7 |
| nor2 | 29 |
| nor3 | 4 |
| nor4 | 64 |
| o22ai | 256 |
| or2 | 32 |
| or4b | 4 |
## power by group
part           leakage, nW  total (mW)  switching (mW)  internal (mW)
sequential            9.74        1.31          0.0141           1.29
clock                 1.53       0.939           0.405          0.534
combinational         7.95       0.175           0.113         0.0623
## cell usage after synthesis (all sizes together)
| library cell | n | area (µm²) |
|---|---|---|
| and2 | 1024 | 6406 |
| buf | 106 | 589.3 |
| clkbuf | 215 | 840.8 |
| edfxtp | 1024 | 30750 |
| mux2i | 512 | 5125 |
| nand2 | 35 | 133.9 |
| nand2b | 1 | 6.260 |
| nand3 | 1 | 5.000 |
| nand3b | 2 | 15.01 |
| nand4 | 1 | 6.260 |
| nand4b | 5 | 50.04 |
| nand4bb | 7 | 78.83 |
| nor2 | 29 | 133.9 |
| nor3 | 4 | 35.03 |
| nor3b | 1 | 12.51 |
| nor4 | 64 | 400.4 |
| o22ai | 256 | 1695 |
| or2 | 32 | 200.2 |
| or3 | 1 | 6.260 |
| or3b | 2 | 22.52 |
| or4 | 1 | 7.510 |
| or4b | 4 | 43.79 |
Power figures rest on the tool's default switching activity, not on a simulated workload.

**flow/design.v**
```verilog
module sync_sram (
    input   logic           clk,
    input   logic           chip_enable,
    input   logic [4:0]     addr,
    output  logic [31:0]    data_out,
    input   logic [4:0]     init_addr,
    input   logic [31:0]    init_data,
);
    logic [31:0] memory [0:31];
    always_ff @(posedge clk) begin
        if (!chip_enable) begin
            memory[init_addr] <= init_data;
        end
    end
    always_comb begin
        if (chip_enable) begin
            data_out = memory[addr];
        end else begin
            data_out = 'x;
        end
    end
endmodule
```
**flow/run.sh**
```bash
#!/bin/bash
# OpenROAD 26Q1-2900-gdf79404cd8, Yosys 0.63+post, stock flow scripts
make -C /OpenROAD-flow-scripts/flow DESIGN_CONFIG=/design/flow/config.mk WORK_HOME=/design/flow/orfs finish
```
**flow/config.mk**
```make
export PLATFORM = sky130hd
export DESIGN_NAME = sync_sram
export DESIGN_NICKNAME = sync_sram
export VERILOG_FILES = /design/flow/design.v
export SDC_FILE = /design/flow/constraint.sdc
export NUM_CORES = 4
export LEC_CHECK = 1
export CORE_UTILIZATION = 40
```
**flow/constraint.sdc**
```tcl
current_design sync_sram

set clk_period 9.4
set clk_io_pct 0.2

create_clock -name clk0 -period $clk_period [get_ports {clk}]

set non_clock_inputs [all_inputs -no_clocks]
set_input_delay [expr $clk_period * $clk_io_pct] -clock clk0 $non_clock_inputs
set_output_delay [expr $clk_period * $clk_io_pct] -clock clk0 [all_outputs]
```
==> metrics.txt <==
# HELP chip_impl_metric Synthesis and place-and-route metrics
# TYPE chip_impl_metric gauge
chip_impl_metric{name="postCtsHoldBufs",unit=""} 0
chip_impl_info{name="outcome",value="completed"} 1
chip_impl_metric{name="timing.critical_path.required",unit="ns"} 7.52
chip_impl_info{name="clockRootBuffer",value="sky130_fd_sc_hd__clkbuf_16"} 1
chip_impl_metric{name="final.hold.worst_slack",unit="ns"} 2.03
chip_impl_info{name="endpoint_kind_of_the_worst_setup_timing_path",value="output port"} 1
chip_impl_metric{name="route.detailed.vias_per_inst",unit=""} 5.50
chip_impl_metric{name="synth_top_area_share",unit="%"} 77.2
chip_impl_metric{name="synth_area_per_cell",unit="sq um"} 17.9
chip_impl_metric{name="synthesis.instances",unit=""} 2230
chip_impl_info{name="hold_path.class",value="in2reg"} 1
chip_impl_metric{name="num_vias",unit=""} 20478
chip_impl_metric{name="first_pass_iters",unit=""} 5
chip_impl_metric{name="routedWlPerCell",unit="um"} 25.8
chip_impl_metric{name="max-vdd-ir-drop",unit="V"} 0.000146
chip_impl_metric{name="mappedNetlistArea",unit="sq mm"} 0.0399
chip_impl_metric{name="io-pin-count",unit=""} 76
chip_impl_metric{name="async_flop_share",unit="%"} 0
chip_impl_metric{name="placement.io_buffers",unit=""} 75
chip_impl_metric{name="number_of_flip_flops_under_the_largest_register_name",unit=""} 1024
chip_impl_info{name="synthDominantAreaCellType",value="sky130_fd_sc_hd__edfxtp_1"} 1
chip_impl_metric{name="floorplan_utilization",unit="%"} 40.4
chip_impl_metric{name="placement_rows",unit=""} 115
chip_impl_metric{name="post_synth_num_cell_types",unit=""} 23
chip_impl_metric{name="chip_area",unit="sq mm"} 0.101
chip_impl_metric{name="setup-violations-final",unit=""} 0
chip_impl_metric{name="yosysSeqAreaShare",unit="%"} 77.2
chip_impl_metric{name="grt-ovfl-total",unit=""} 0
chip_impl_metric{name="slew_headroom",unit="%"} 34.5
chip_impl_metric{name="report.final.slew_viol_count",unit=""} 0
chip_impl_metric{name="drt.antenna.violating_nets",unit=""} 0
chip_impl_metric{name="path_max_fanout",unit=""} 89
chip_impl_metric{name="drc",unit=""} 0
chip_impl_metric{name="final_hold_viol_count",unit=""} 0
chip_impl_metric{name="min_period_over_period",unit="%"} 74.1
chip_impl_metric{name="drt_first_iter_violations",unit=""} 1355
chip_impl_info{name="area_leaders",value="sky130_fd_sc_hd__edfxtp_1 (77%), sky130_fd_sc_hd__mux2i_1 (13%), sky130_fd_sc_hd__a22oi_1 (1.8%)"} 1
chip_impl_metric{name="static-leakage-power",unit="nW"} 15.5
chip_impl_metric{name="grt_first_pass_wirelength",unit="um"} 141000
chip_impl_metric{name="ys.warnings.count",unit=""} 1
chip_impl_metric{name="number_of_synthesized_flops_with_an_enable_pin",unit=""} 1024
chip_impl_metric{name="placement.cell_area",unit="sq mm"} 0.0424
chip_impl_info{name="largest_registers_in_the_final_layout",value="memory: 1024 flops"} 1
chip_impl_metric{name="finalInstanceArea",unit="sq mm"} 0.0454
chip_impl_metric{name="die-height",unit="um"} 318
chip_impl_metric{name="post-cts-setup-buffer-count",unit=""} 0
chip_impl_metric{name="htree_num_levels",unit=""} 3
chip_impl_metric{name="worst_slack",unit="ns"} 2.43
chip_impl_info{name="top_cell",value="sky130_fd_sc_hd__edfxtp_1"} 1
chip_impl_metric{name="die.size.x",unit="um"} 318
chip_impl_info{name="criticalPathCategory",value="in2out"} 1
chip_impl_metric{name="wirelength",unit="um"} 96100
chip_impl_metric{name="post_cts_resize_count",unit=""} 0
chip_impl_metric{name="whs_path_depth",unit=""} 2
chip_impl_metric{name="detailedPlacementHpwl",unit="um"} 50900
chip_impl_metric{name="area.sequential",unit="sq mm"} 0.0307
chip_impl_metric{name="fill_cells",unit=""} 7998
chip_impl_metric{name="clock_tree.buffer_depth",unit=""} 3
chip_impl_metric{name="logic_area",unit="sq mm"} 0.00861
chip_impl_metric{name="grt_usage",unit="%"} 20.8
chip_impl_metric{name="grt_pass1_vias",unit=""} 21623
chip_impl_info{name="regMostFlops",value="memory"} 1
chip_impl_info{name="grt_setup_unrepaired",value="no"} 1
chip_impl_metric{name="cts.sinks",unit=""} 1024
chip_impl_info{name="timing.hold.worst.start",value="init_data[4]"} 1
chip_impl_metric{name="ys_ff",unit=""} 1024
chip_impl_metric{name="pwr_density_cell",unit="mW/mm^2"} 204
chip_impl_info{name="crit_path_start_kind",value="input pin"} 1
chip_impl_metric{name="worst_setup_hold_path_clk_slew",unit="ns"} 0.06
chip_impl_metric{name="log.warning_count",unit=""} 26
chip_impl_metric{name="core_area",unit="sq mm"} 0.0986
chip_impl_metric{name="worstPathArrival",unit="ns"} 5.09
chip_impl_info{name="dominantRegCellSynth",value="sky130_fd_sc_hd__edfxtp_1"} 1
chip_impl_metric{name="grt_start_max_net_pins",unit=""} 98
chip_impl_info{name="min_delay_worst_endpoint",value="memory[30][4]$_DFFE_PP_"} 1
chip_impl_metric{name="maxClockFrequency",unit="MHz"} 143
chip_impl_metric{name="gp_congestion",unit=""} 0.844
chip_impl_metric{name="syn2layout_area_growth",unit="%"} 13.8
chip_impl_metric{name="cts-buffers-inserted",unit=""} 98
chip_impl_info{name="tritoncts",value="done"} 1
chip_impl_info{name="post_synth_most_frequent_cells",value="sky130_fd_sc_hd__edfxtp_1 (1024), sky130_fd_sc_hd__mux2i_1 (512), sky130_fd_sc_hd__nand2_1 (99)"} 1
chip_impl_metric{name="worst_pin_slew",unit="ns"} 0.979
chip_impl_metric{name="tns",unit="ns"} 0
chip_impl_metric{name="yosysCellCount",unit=""} 2230
chip_impl_metric{name="fraction_of_final_layout_cells_with_drive_strength_greater_than_1",unit="%"} 11.0
chip_impl_metric{name="yosys.stat.chipArea",unit="sq mm"} 0.0399
chip_impl_metric{name="grt_antenna_before_repair",unit=""} 3
chip_impl_metric{name="preCtsSetupSlack",unit="ns"} 2.43
chip_impl_metric{name="timing.max_cap.violations",unit=""} 0
chip_impl_metric{name="period_minus_slack",unit="ns"} 6.97
## logic make-up after synthesis
group / after synthesis / synth area share, %
AND-OR/OR-AND: 288 / 4.92
buffers and inverters: 128 / 1.92
flip-flops: 1024 / 77.2
multiplexers: 512 / 12.9
AND/OR/NAND/NOR: 278 / 3.15
## area by class of cell
class,instances,area share [%]
clock buffers,112,5.57
clock inverters,67,0.998
well taps,1287,3.55
repair buffers,155,3.13
flip-flops and latches,1024,67.8
multi-input cells,1078,19.0
diodes,1,0.00551
## critical path, stage by stage
cell	delay, ns
sky130_fd_sc_hd__clkdlybuf4s50_1	0.69
sky130_fd_sc_hd__and2_4	0.61
sky130_fd_sc_hd__buf_12	0.54
sky130_fd_sc_hd__a22o_1	0.24
sky130_fd_sc_hd__nor3_1	0.05
sky130_fd_sc_hd__a31oi_1	0.28
sky130_fd_sc_hd__nand3_1	0.16
sky130_fd_sc_hd__clkdlybuf4s50_1	0.60
## where the power goes
group / switching, mW / internal, mW / total (mW)
clock: 1.64 / 2.01 / 3.65
combinational: 0.319 / 0.185 / 0.504
sequential: 0.0109 / 5.08 / 5.09
total: 1.97 / 7.28 / 9.25
## cells in the final DEF (no fill, tap or decap)
cell,netlist,final
sky130_fd_sc_hd__or3_1,2,2
sky130_fd_sc_hd__clkbuf_1,38,13
sky130_fd_sc_hd__clkinv_8,0,2
sky130_fd_sc_hd__nor2_1,35,2
sky130_fd_sc_hd__a21oi_1,96,96
sky130_fd_sc_hd__nand2_1,99,98
sky130_fd_sc_hd__diode_2,0,1
sky130_fd_sc_hd__clkbuf_16,0,99
sky130_fd_sc_hd__bufinv_16,0,3
sky130_fd_sc_hd__inv_16,0,1
sky130_fd_sc_hd__nand2_2,0,1
sky130_fd_sc_hd__edfxtp_1,1024,1024
sky130_fd_sc_hd__buf_12,0,5
sky130_fd_sc_hd__clkinvlp_4,0,6
sky130_fd_sc_hd__clkdlybuf4s50_1,0,74
sky130_fd_sc_hd__a31oi_1,32,32
sky130_fd_sc_hd__clkinv_4,0,2
sky130_fd_sc_hd__mux2i_1,512,512
sky130_fd_sc_hd__nor3_1,32,32
sky130_fd_sc_hd__nor2b_4,0,2
sky130_fd_sc_hd__nor2_4,0,33
sky130_fd_sc_hd__nand2b_2,0,2
sky130_fd_sc_hd__or3b_2,3,3
sky130_fd_sc_hd__clkinv_2,0,27
sky130_fd_sc_hd__inv_6,0,3
sky130_fd_sc_hd__nand3b_1,4,4
sky130_fd_sc_hd__buf_4,33,75
sky130_fd_sc_hd__buf_8,0,1
sky130_fd_sc_hd__nand3_1,97,97
sky130_fd_sc_hd__and2_4,0,1
sky130_fd_sc_hd__clkinv_1,0,23
sky130_fd_sc_hd__a22oi_1,96,96
sky130_fd_sc_hd__or2_2,1,1
sky130_fd_sc_hd__a22o_1,64,64
## per-layer routing
metal  global-route usage (%)  up-vias  wire, um
li1                         -     9139         -
met1                     24.6    10000     32600
met2                     31.8     1186     46200
met4                     3.62        8      2140
met5                     1.61        -       225
met3                     15.1      145     14900
## stage by stage
step	std cells	util, %	power [mW]
after floorplan	2230	-	5.46
after global placement	3544	43.0	5.69
after detailed placement	3544	43.0	5.70
after CTS	3723	46.0	9.32
after global routing	3724	46.0	9.54
final	3724	46.0	9.25
## how the worst max path moves through the flow
stage | start | to | slack (ns)
CTS | addr[1] | data_out[7] | 2.42
global route | addr[1] | data_out[11] | 2.25
finish | addr[2] | data_out[11] | 2.43
No activity file was given, so power comes from the tool's default toggle rates.
